**design/flow/constraint.sdc**
```tcl
current_design Extension_Unit

set clk_period 2.1
set clk_io_pct 0.2

create_clock -name clk0 -period $clk_period

set non_clock_inputs [all_inputs -no_clocks]
set_input_delay [expr $clk_period * $clk_io_pct] -clock clk0 $non_clock_inputs
set_output_delay [expr $clk_period * $clk_io_pct] -clock clk0 [all_outputs]
```
**design/flow/run.sh**
```bash
#!/bin/bash
# OpenROAD 26Q1-2900-gdf79404cd8, Yosys 0.63+post, stock flow scripts
make -C /OpenROAD-flow-scripts/flow DESIGN_CONFIG=/design/flow/config.mk WORK_HOME=/design/flow/orfs finish
```
**design/flow/design.v**
```verilog
`timescale 1ns / 1ps
module Extension_Unit(CEU, Dint, Dout
    );
        input [2:0] CEU;
        input [24:0] Dint;
        output reg [31:0] Dout;
        reg [31:0] temp; 
        always@(*)
        begin 
            case(CEU)
                3'b000:
                    begin
                        temp[10:0] = Dint[23:13];
                        temp[11] = Dint[24];
                        temp[12] = Dint[24];
                        temp[13] = Dint[24];
                        temp[14] = Dint[24];
                        temp[15] = Dint[24];
                        temp[16] = Dint[24];
                        temp[17] = Dint[24];
                        temp[18] = Dint[24];
                        temp[19] = Dint[24];
                        temp[20] = Dint[24];
                        temp[21] = Dint[24];
                        temp[22] = Dint[24];
                        temp[23] = Dint[24];
                        temp[24] = Dint[24];
                        temp[25] = Dint[24];
                        temp[26] = Dint[24];
                        temp[27] = Dint[24];
                        temp[28] = Dint[24];
                        temp[29] = Dint[24];
                        temp[30] = Dint[24];
                        temp[31] = Dint[24];
                        Dout = temp;
                    end
                3'b001:
                    begin
                        temp[4:0] = Dint[17:13];
                        temp[31:5] = Dint[24];
                        temp[11] = Dint[24];
                        temp[5] = Dint[24];
                        temp[6] = Dint[24];
                        temp[7] = Dint[24];
                        temp[8] = Dint[24];
                        temp[9] = Dint[24];
                        temp[10] = Dint[24];
                        temp[11] = Dint[24];
                        temp[12] = Dint[24];
                        temp[13] = Dint[24];
                        temp[14] = Dint[24];
                        temp[15] = Dint[24];
                        temp[16] = Dint[24];
                        temp[17] = Dint[24];
                        temp[18] = Dint[24];
                        temp[19] = Dint[24];
                        temp[20] = Dint[24];
                        temp[21] = Dint[24];
                        temp[22] = Dint[24];
                        temp[23] = Dint[24];
                        temp[24] = Dint[24];
                        temp[25] = Dint[24];
                        temp[26] = Dint[24];
                        temp[27] = Dint[24];
                        temp[28] = Dint[24];
                        temp[29] = Dint[24];
                        temp[30] = Dint[24];
                        temp[31] = Dint[24];
                        Dout = temp;
                    end
                3'b010:
                    begin
                        temp[4:0] = Dint[4:0];
                        temp[11:5] = Dint[24:18];
                        temp[12] = Dint[24];
                        temp[13] = Dint[24];
                        temp[14] = Dint[24];
                        temp[15] = Dint[24];
                        temp[16] = Dint[24];
                        temp[17] = Dint[24];
                        temp[18] = Dint[24];
                        temp[19] = Dint[24];
                        temp[20] = Dint[24];
                        temp[21] = Dint[24];
                        temp[22] = Dint[24];
                        temp[23] = Dint[24];
                        temp[24] = Dint[24];
                        temp[25] = Dint[24];
                        temp[26] = Dint[24];
                        temp[27] = Dint[24];
                        temp[28] = Dint[24];
                        temp[29] = Dint[24];
                        temp[30] = Dint[24];
                        temp[31] = Dint[24];
                        Dout = temp;
                    end
                3'b011:
                    begin
                        temp[11:0] = 12'b0;
                        temp[31:12] = Dint[24:5];
                        Dout = temp;
                    end
                3'b100:
                    begin
                        temp[0] = 1'b0;
                        temp[4:1] = Dint[4:1];
                        temp[10:5] = Dint[23:18];
                        temp[11] = Dint[0];
                        temp[12] = Dint[24];
                        temp[13] = Dint[24];
                        temp[14] = Dint[24];
                        temp[15] = Dint[24];
                        temp[16] = Dint[24];
                        temp[17] = Dint[24];
                        temp[18] = Dint[24];
                        temp[19] = Dint[24];
                        temp[20] = Dint[24];
                        temp[21] = Dint[24];
                        temp[22] = Dint[24];
                        temp[23] = Dint[24];
                        temp[24] = Dint[24];
                        temp[25] = Dint[24];
                        temp[26] = Dint[24];
                        temp[27] = Dint[24];
                        temp[28] = Dint[24];
                        temp[29] = Dint[24];
                        temp[30] = Dint[24];
                        temp[31] = Dint[24];
                        Dout = temp;
                    end
                3'b101:
                    begin
                        temp[0] = 1'b0;
                        temp[10:1] = Dint[23:14];
                        temp[11] = Dint[13];
                        temp[19:12] = Dint[12:5];
                        temp[20] = Dint[24];
                        temp[21] = Dint[24];
                        temp[22] = Dint[24];
                        temp[23] = Dint[24];
                        temp[24] = Dint[24];
                        temp[25] = Dint[24];
                        temp[26] = Dint[24];
                        temp[27] = Dint[24];
                        temp[28] = Dint[24];
                        temp[29] = Dint[24];
                        temp[30] = Dint[24];
                        temp[31] = Dint[24];
                        Dout = temp;                  
                    end
                3'b110:
                    begin
                        Dout = 32'b0;
                    end
                3'b111:
                    begin
                        Dout = 32'b0;
                    end
            endcase          
        end
endmodule
```
**design/flow/config.mk**
```make
export PLATFORM = sky130hd
export DESIGN_NAME = Extension_Unit
export DESIGN_NICKNAME = Extension_Unit
export VERILOG_FILES = /design/flow/design.v
export SDC_FILE = /design/flow/constraint.sdc
export NUM_CORES = 4
export LEC_CHECK = 1
export CORE_AREA = 10 10 70 70
export DIE_AREA = 0 0 80 80
```
==> results.tsv <==
stage	metric	value	unit
status	status	completed	
die	Die Area	6400	µm²
critical_path	critical path class	in -> out	
critical_path	Worst Path Required	1680	ps
global_route	global-route wire length before repair	4.44	mm
routing	Routed met1 length	1.23	mm
final_timing	Rel. slew slack	84.9	%
die	io pins	60	
placement	placed wire-length estimate	2.41	mm
die	core area	3420	µm²
die	Rows	21	
die	die height	80	µm
die	Horiz. Die Dim	80	µm
global_route	GRT overflow	0	
flow_run	Max Cap Violations	0	
global_route	largest net degree at the start of global routing	18	
synthesis	Cells after Synth	107	
critical_path	CP Max Fanout	3	
routing	uppermost layer routed	met4	
synthesis	Synth area leaders	nor2b_4 (13%), a21oi_1 (12%), o21ai_1 (11%)	
critical_path	CP endpoint kind	output port	
synthesis	post-synthesis cell type count	28	
final_timing	RSZ-0062 raised after global routing	false	
critical_path	data arrival time at the worst-slack endpoint	1610	ps
synthesis	Top cell area share	13.1	%
final_layout	FF+latch area	0	µm²
global_route	vias in the first global route	926	
final_timing	Period minus WS final	2030	ps
synthesis	Post-synth seq share	0	%
routing	Iter 0 DRT Violations	15	
global_route	GRT Total Usage	8.27	%
routing	final antenna-violating net count	0	
power	static leakage	0.705	nW
critical_path	CP Launch Type	primary input	
placement	IO Port Bufs	60	
final_layout	fraction of layout cells with a size suffix above 1	31.4	%
min_path	Hold WC Path Type	in -> out	
global_route	initial antenna violation count	0	
clock_network	# hold bufs at CTS	0	
synthesis	largest area contributor in the netlist	nor2b_4	
routing	First-pass DRT Iterations	3	
final_timing	Setup Viol. Count Final	0	
routing	DRC violations left	0	
min_path	hold depth	4	
die	Initial Util	21.5	%
synthesis	most common cell in the netlist	a21oi_1	
routing	Met3 Wirelength	437	µm
synthesis	cells in synth_stat.txt	107	
synthesis	Synth Cell Area	736	µm²
final_timing	PnR worst setup slack	66.6	ps
synthesis	Mean Syn Cell Area	6.88	µm²
final_layout	Post-Route Utilization	43.8	%
placement	Place WS	-517	ps
power	Cell Pwr Density	207	nW/µm²
final_timing	FMAX	492	MHz
routing	Antenna Cells	0	
power	worst vdd ir	0.0000802	V
routing	vias per inst	4.45	
routing	wire per inst	13.3	µm
final_layout	clock buffer count	0	
flow_run	tool warnings	33	
placement	Routability Congestion	0.755	
routing	metal2 WL	1.22	mm
final_timing	Final Hold Slack	1270	ps
synthesis	Yosys warnings	1	
final_timing	Final period util	96.8	%
final_timing	Final Hold Fails	0	
final_timing	final tally of max-slew violations	0	
routing	Vias	971	
final_timing	Worst-Margin Slew	227	ps
final_layout	area growth from synthesis to layout	103	%
synthesis	yosys stat area	736	µm²
synthesis	Post-synth top cells	a21oi_1 (18), o21ai_1 (16), nor2_1 (8)	
routing	final WL	2.90	mm
final_layout	sequential cell count	0	
==> layout by cell type (no fill, tap or decap) <==
master	netlist	layout
maj3_2	7	7
nor2b_4	7	7
and2_4	1	2
mux2i_1	1	1
a2111oi_4	1	1
nor2_2	1	6
nand3_1	1	1
buf_12	0	1
o21ai_1	16	18
nor2b_1	2	1
buf_4	3	14
buf_6	2	4
o211ai_1	4	4
clkbuf_2	0	2
nand3b_1	6	6
nor2_1	8	3
a211oi_2	1	1
nand2b_1	2	1
nand2b_4	0	1
dlymetal6s2s_1	0	11
o21a_1	1	1
and2b_1	3	1
dlygate4sd2_1	0	9
buf_2	6	2
o21ba_2	0	1
nor2b_2	0	1
o21ai_0	5	3
and2b_2	0	2
inv_2	1	1
clkdlybuf4s50_1	0	35
a21oi_1	18	18
and3b_2	0	1
a21boi_0	1	1
nand2_1	4	4
==> routing by layer <==
layer / vias up / global-route usage, %
met3: 2 / 4.32
met5: - / 0
met2: 44 / 13.1
met4: 0 / 0.528
li1: 513 / -
met1: 412 / 10.2
==> metrics by stage <==
stage                     TNS (ps)  instance area, µm²  instances  power, mW
after global routing             0                1500        218      0.340
after detailed placement    -13430                1440        216      0.316
after global placement      -13220                1440        216      0.314
after CTS                    -23.1                1470        218      0.318
after floorplan                  0                 736        107      0.115
final                            0                1500        218      0.309
==> power by group <==
part	internal (mW)	switching (mW)	total, mW
combinational	0.201	0.108	0.309
clock	0	0	0
sequential	0	0	0
==> cells by family after synthesis <==
group                    after synthesis  synth area share, %
multiplexers                           1                 1.36
adder cells (fa/ha/maj)                7                 10.7
buffers and inverters                 14                 11.7
AND/OR/NAND/NOR                       37                 36.7
AND-OR/OR-AND                         48                 39.5
==> path summary, 6_finish.rpt <==
path	start	end	slack (ps)
max	Dint[18]	Dout[5]	70
min	Dint[24]	Dout[11]	1270
==> layout make-up <==
cell class | instances | area [µm²]
tap | 46 | 57.6
multi-input combinational | 93 | 677
timing repair buffer | 78 | 757
inverter | 1 | 3.75
fill | 350 | 1920
==> critical path: stages <==
cell             delay [ps]
clkdlybuf4s50_1         500
a21oi_1                  70
o21ai_1                 130
clkdlybuf4s50_1         480
==> timing repair <==
item,in CTS,in global routing
gates resized,36,23
pin swaps,1,4
setup buffers,1,0
setup endpoints to repair,32,27
gates cloned,1,0
Power figures rest on the tool's default switching activity, not on a simulated workload.
