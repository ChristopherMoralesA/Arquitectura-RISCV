### /design/flow/config.mk
export PLATFORM = sky130hd
export DESIGN_NAME = ALU
export DESIGN_NICKNAME = ALU
export VERILOG_FILES = /design/flow/design.v
export SDC_FILE = /design/flow/constraint.sdc
export NUM_CORES = 4
export LEC_CHECK = 1
export CORE_UTILIZATION = 30
### /design/flow/constraint.sdc
current_design ALU

set clk_period 11.8
set clk_io_pct 0.2

create_clock -name clk0 -period $clk_period

set non_clock_inputs [all_inputs -no_clocks]
set_input_delay [expr $clk_period * $clk_io_pct] -clock clk0 $non_clock_inputs
set_output_delay [expr $clk_period * $clk_io_pct] -clock clk0 [all_outputs]
### /design/flow/design.v
`timescale 1ns / 1ps
module ALU(
    input [31:0] rs1, rs2,
    input [2:0] sel,
    output reg [31:0] sal
    );
    always @(*)
        begin
            case(sel)
                0:
                    sal = rs1 + rs2;
                1:
                    sal = rs1 & rs2;
                2:
                    sal = rs1 ^ rs2;
                3:
                    sal = rs1 << rs2;
                4:
                    sal = rs1 >>> rs2;
                5: 
                    sal = rs1 - rs2;
                6:
                    sal = (rs1 + rs2) & 32'hFFFE;
                7:
                    sal = 32'h0000;
                default:
                    sal = 32'h0000;
            endcase
        end
endmodule
### /design/flow/run.sh
#!/bin/bash
# OpenROAD 26Q1-2900-gdf79404cd8, Yosys 0.63+post, stock flow scripts
make -C /OpenROAD-flow-scripts/flow DESIGN_CONFIG=/design/flow/config.mk WORK_HOME=/design/flow/orfs finish
==> flow_summary.toml <==
# generated from flow reports
[status]
status = "complete, no violations"

[routing]
vias_per_cell = 6.24
wl_mm = 37.5
dr.pass1.iters = 8
drc = 0
num_vias = 10014
ant_nets = 0
wl_per_cell_microns = 23.4
drt_iter0_drc = 1055
diodes = 0

[sta]
max_freq_ghz = 0.108
relSlewSlack_pct = 42.5
slew_viol_final = 0
rsz0062_at_grt = "false"
fin_crit_sh_pct = 78.8
hold_violations = 0
tightestPinTransition_ps = 854
tns_ps = 0
finalCriticalPeriod_ps = 9290
finalSetupViolCount = 0

[critical_path]
critPathKind = "in2out"
cp_num_buf_inv = 4
path_depth = 15
required_ps = 9440
crit_slowest_cell = "clkdlybuf4s50_1"
cp-start-kind = "primary input"
cp.arrival_ps = 6930
end_kind = "output port"
crit_top_cell = "a21oi_1"
cp_top_family = "AND-OR/OR-AND gates"
crit_chain = "clkdlybuf4s50_1 > buf_4 > inv_1 > ha_1 > nor2_1 > o311ai_1 > a211oi_1 > a21oi_1 > o211ai_1 > a21oi_1 > a21oi_1 > and3_1 > nor2_1 > o32ai_1 > clkdlybuf4s50_1"
cpPeakStageDelay_ps = 520
worstPathMaxFanout = 27

[synthesis]
top_area_cell = "ha_1"
yosysTopAreaCellShare_pct = 10.1
synthCells = 1246
ys_types = 86
ys_seq_share_pct = 0
syn_area_per_cell_sq_um = 6.29
ys_cells = 1246
ys_warn_count = 1
ys_area_sq_um = 7840
syn_area_sq_um = 7840
synthTopCellsByArea = "ha_1 (10%), mux2i_1 (9.5%), a21oi_1 (8.7%)"
top_cells_by_count = "nor2_1 (181), a21oi_1 (136), o21ai_0 (84)"
synth_top_cell_by_count = "nor2_1"

[placement]
io_buffers = 99
place.gp.congestion = 1.03
hpwl_mm = 29.7

[grt]
grt_pass1_vias = 9279
grt_pass1_wl_mm = 57.0
overflow = 0
antenna_found_initial = 0
grt_start_max_net_pins = 64
grtUsageTotal_pct = 28.1

[floorplanning]
chip_area_sq_um = 26800
die_w_microns = 164
initCoreUtil_pct = 30.9
rows = 58
core_area_sq_um = 25400
die_y_microns = 164
pin_count = 99

[layout]
nClkBuffers = 0
flops = 0
area_delta_synth_final_pct = 15.3
regArea_sq_um = 0
final_layout_size_suffix_gt1_share_pct = 5.41

[cts]
cts_resized = 0
post_cts.repair.setup_buffers = 0
cts_hold_buf = 0

[power]
p_seq_share_pct = 0
ir_drop_uv = 20.3
p_switching_mw = 0.247
intPower_mw = 0.169
power_frac_comb_pct = 100.0
p_leak_nw = 3.53
switching_share_pct = 59.4
p_clk_share_pct = 0
p_total_mw = 0.416
p_per_area_nw_per_um2 = 46.0

[flow_run]
tool_warnings = 63
cap_violations = 0

[hold_path]
min-delay-start = "rs2[22]"
holdPathEnd = "sal[23]"
whs_path_depth = 6
hold_class = "in2out"
==> routing by layer <==
layer / vias up / GRT usage, % / routed length (microns)
li1: 4725 / - / -
met1: 4789 / 43.3 / 17800
met2: 444 / 42.9 / 16500
met3: 56 / 1.94 / 2490
met4: 0 / 5.01 / 777
met5: - / 0 / 0
==> final cells by class <==
cell class,count,area (sq um)
fillers,2786,16400
inverters,80,300
multi-input cells,1068,7140
well taps,330,413
repair buffers,127,1180
==> power groups by stage <==
stage	Combinational [mW]	Clock (mW)	Sequential, mW
6_report	0.416	0	0
5_1_grt	0.451	0	0
4_1_cts	0.410	0	0
==> metrics by stage <==
stage	hold WS [ps]	instances	worst slack [ps]	utilization, %	cell area, sq um
2_1_floorplan	4890	1246	3430	-	7840
3_3_place_gp	5980	1605	2510	35.6	9030
3_5_place_dp	5990	1605	2570	35.6	9030
4_1_cts	6000	1605	2560	35.6	9030
5_1_grt	6060	1605	2190	35.6	9030
6_report	6000	1605	2510	35.6	9030
==> cells by family after synthesis <==
| group | synth area share (%) |
|---|---|
| simple gates | 23.8 |
| compound gates | 41.5 |
| mux | 12.8 |
| fa+ha+maj | 10.7 |
| xor+xnor | 2.24 |
| buf+inv | 8.97 |
==> worst min-delay path, delay by kind of cell <==
kind	cells	cell delay, ps
compound gates	2	150
fa+ha+maj	1	210
buf+inv	3	910
==> worst max path at each step <==
stage	from	end	slack (ps)
finish	rs2[4]	sal[31]	2510
global route	rs2[2]	sal[30]	2190
CTS	rs2[4]	sal[31]	2560
==> placed cells by master (no fill, tap or decap), types with 19 or more instances in the layout <==
| cell type | n |
|---|---|
| ha_1 | 63 |
| nand2b_1 | 19 |
| o21ai_0 | 84 |
| xnor2_1 | 19 |
| a31oi_1 | 20 |
| nor2_1 | 181 |
| nor3_1 | 40 |
| o22ai_1 | 23 |
| nand3_1 | 25 |
| a21oi_1 | 136 |
| a211oi_1 | 31 |
| buf_4 | 29 |
| clkdlybuf4s50_1 | 95 |
| mux2i_1 | 74 |
| nand2_1 | 80 |
| inv_1 | 74 |
No activity file was given, so power comes from the tool's default toggle rates.
